`./run.sh`:
```
#!/bin/bash
# OpenROAD 26Q1-2900-gdf79404cd8, Yosys 0.63+post, stock flow scripts
make -C /OpenROAD-flow-scripts/flow DESIGN_CONFIG=/design/flow/config.mk WORK_HOME=/design/flow/orfs finish
```
`./config.mk`:
```
export PLATFORM = sky130hd
export DESIGN_NAME = display_driver
export DESIGN_NICKNAME = display_driver
export VERILOG_FILES = /design/flow/design.v
export SDC_FILE = /design/flow/constraint.sdc
export NUM_CORES = 4
export LEC_CHECK = 1
export CORE_AREA = 10 10 89 89
export DIE_AREA = 0 0 99 99
```
`./constraint.sdc`:
```
current_design display_driver

set clk_period 2.3
set clk_io_pct 0.2

create_clock -name clk0 -period $clk_period

set non_clock_inputs [all_inputs -no_clocks]
set_input_delay [expr $clk_period * $clk_io_pct] -clock clk0 $non_clock_inputs
set_output_delay [expr $clk_period * $clk_io_pct] -clock clk0 [all_outputs]
```
`./design.v`:
```
`timescale 1ns / 1ps
module display_driver(
    input [15:0] alarm_data,
	 input [15:0] time_data,
	 input [15:0] set_data,
	 input show_alarm , show_time ,alarm_on_button_debounced,
	 output reg sound_alarm,
	 output reg [27:0] segment_data
	 );
	 reg [15:0] display_data;
always@(alarm_data , show_alarm , time_data , show_time , set_data)
	begin
		if(show_time)
			display_data = time_data;
		else if(show_alarm)
			display_data = alarm_data;
		else
			display_data = set_data;
	end
always@(alarm_on_button_debounced , alarm_data , time_data)
	begin
		if(alarm_on_button_debounced)
			sound_alarm = (alarm_data == time_data) ? 1'b1 : 1'b0;
		else
			sound_alarm = 1'b0;
	end
function [6:0] convert_to_7segement;
input [3:0] display_data_in;
	case(display_data_in)
				4'd0 : convert_to_7segement = 7'b0000001;
				4'd1 : convert_to_7segement = 7'b1001111;
				4'd2 : convert_to_7segement = 7'b0010010;
				4'd3 : convert_to_7segement = 7'b0000110;
				4'd4 : convert_to_7segement = 7'b1001100;
				4'd5 : convert_to_7segement = 7'b0100100;
				4'd6 : convert_to_7segement = 7'b1100000;
				4'd7 : convert_to_7segement = 7'b0001111;
				4'd8 : convert_to_7segement = 7'b0000000;
				4'd9 : convert_to_7segement = 7'b0001100;
				default : convert_to_7segement = 7'b1111111;
	endcase
endfunction
always@(display_data)
	begin
		segment_data[6:0] = convert_to_7segement(display_data[3:0]);
		segment_data[13:7] = convert_to_7segement(display_data[7:4]);
		segment_data[20:14] = convert_to_7segement(display_data[11:8]);
		segment_data[27:21] = convert_to_7segement(display_data[15:12]);
	end
endmodule
```
==> COMMIT_EDITMSG <==
Log flow metrics for this revision

- In this run the count of I/O pins placed on the die edge is 80.
* Leak Pwr: 1.83 nW
* Tightest slew margin relative to the limit: 75.7%
- Smallest setup slack after layout: -138 ps
* Min Clock Period, post-route: 2440 ps
- After synthesis the cells add up to 0.00166 mm^2.
* Die span in x: 99 um
* Total power of the final layout: 964 uW
* Via count of the first global-routing pass: 2381
- The first global-routing pass estimated 11400 um of wire.
- Drt via density: 4.68
- Setup repair after global routing could not meet its margin everywhere.
* Overall via count from detail_route: 2325
- Wires add up to 7230 um.
- Iteration count of the initial detailed-routing pass: 4
- Area enclosed by the die boundary: 0.00980 mm^2
- Dpl cell area: 0.00303 mm^2
- The detail route stage leaves a number of antenna-violating nets equal to 0.
- Leading cell types by total area after synthesis: sky130_fd_sc_hd__ha_1, sky130_fd_sc_hd__mux2i_1, sky130_fd_sc_hd__a21oi_1, sky130_fd_sc_hd__nand2_1, sky130_fd_sc_hd__xnor2_1
- The pin closest to its max-slew limit shows a slew of 356 ps.
* Outcome: finished, violations left
- Total power normalized to cell area comes to 243 mW/mm^2.
- Cell Type Count: 30
- Site Rows: 28
- Combinational logic burns 100.0% of the power.
- Num sequential: 0
- Commonest cells after routing, fill and taps aside: sky130_fd_sc_hd__buf_4, sky130_fd_sc_hd__dlygate4sd2_1, sky130_fd_sc_hd__buf_6
* Biggest area consumer among synthesized cells: sky130_fd_sc_hd__ha_1
- In the final layout, the share of cells above drive strength 1 is 59.5%.
- Entering global routing, the biggest net connects 26 pins.
* Final cycle utilization of the critical path: 106%
* Most frequent standard cell in the layout excluding fill and tap cells: sky130_fd_sc_hd__buf_4
- In this run, flip-flops and latches consume 0% of the power.
* Final setup viols: 23
- Yosys warning tally: 1
- Max Cap Violations: 0
- Final count of pins violating max slew: 0
* Critical path required time: 1840 ps
* Total negative slack: -1340 ps
- Classification of the worst-slack hold path: in2out
- Summed over all nets, the half-perimeter wirelength after detailed placement is 4730 um.
- Total congestion overflow after global routing: 0
- Final core utilization: 66.1%
- Total non-filler cell area in the finished layout: 0.00396 mm^2
- CP Class: in2out
* FF+latch area: 0 um^2
- Worst EP arrival: 1980 ps
- Synth-to-layout area growth: 138%
- Looking at the critical path, the highest net fanout was 7.
* Initial core utilization: 27.8%
- TritonRoute output was used to compute an average wire per cell of 14.5 um.
- Per the timing report, the achievable frequency comes out to 0.410 GHz.
- The vertical die dimension reported for this design is 99 um.
- Hold buffer count at CTS: 0
- Iter 0 DRT Violations: 18
- Net Switching: 393 uW
- The checks that failed: setup timing.
* Number of standard cells reported by yosys: 219
- Number of remaining DRC errors: 0
- OpenROAD emitted warnings numbering 55.
- Core area: 0.00599 mm^2
* Peak ir drop on the vdd network: 162 uV
* Clock group share of total power: 0%
* Final Hold Fails: 0
- Share of the yosys chip area belonging to registers: 0%
- Final-layout clock buffer total: 0
* Cell-internal power: 571 uW
- Crit path capture type: output pin
- Switching power as a fraction of the total was reported as 40.8%.
- Final Wtd Congestion: 0.839
- Hold Slack: 1350 ps
- The worst setup path is launched from an input port.
- The initial antenna violation count came to 0.
* Average cell area after synthesis: 7.59 um^2
- The layout has 441 filler cells.
* Tally of buffers added on design ports: 80
- Antenna Cells: 0
* Top-area cell share: 18.1%
* Chip area in the Yosys report: 0.00166 mm^2
- Total global-route track usage over all layers is 13.2%.
- Syn Inst Count: 219
==> cells by family (layout without fill, tap and decap cells) <==
family | Yosys count | after routing | share of synthesized area (%)
adder cells (fa/ha/maj) | 24 | 24 | 18.1
buffers and inverters | 24 | 227 | 9.78
AND-OR/OR-AND | 72 | 72 | 25.8
AND/OR/NAND/NOR | 55 | 55 | 16.9
multiplexers | 28 | 28 | 21.1
XOR/XNOR | 16 | 16 | 8.43
==> worst max-delay path, cell delays in order <==
cell and delay (ps):
sky130_fd_sc_hd__buf_12 110, sky130_fd_sc_hd__buf_12 140, sky130_fd_sc_hd__buf_8 130, sky130_fd_sc_hd__mux2_4 300, sky130_fd_sc_hd__mux2i_4 180, sky130_fd_sc_hd__buf_6 130, sky130_fd_sc_hd__buf_6 100, sky130_fd_sc_hd__mux2i_2 230
sky130_fd_sc_hd__a21oi_1 90, sky130_fd_sc_hd__buf_2 120
==> cell type report <==
class              instances  area (um^2)  area share (%)
well taps                 75         93.8            2.37
repair buffers           215         1840            46.5
multi-input cells        195         1970            49.8
inverters                 12         52.6            1.33
==> timing repair <==
item	CTS	global route
buffers inserted	53	12
resized	229	51
setup endpoints to repair	29	29
gates cloned	1	0
pin swaps	59	27
==> power by group through the flow <==
stage	Sequential, mW	Combinational (mW)	Clock, mW
4_1_cts	0	0.862	0
5_1_grt	0	1.05	0
6_report	0	0.964	0
==> final timing paths <==
check	start	to	slack [ps]	depth (start not counted)
max	show_alarm	segment_data[6]	-140	10
min	show_time	segment_data[14]	1350	4
==> per-stage QoR <==
step | setup WS [ps] | std cells
final | -138 | 497
after global routing | -240 | 497
after CTS | -81.1 | 488
after detailed placement | -893 | 439
after global placement | -895 | 439
after floorplan | -26.4 | 219
==> synth_stat cells, types with 4 or more instances <==
cell and instances:
sky130_fd_sc_hd__mux2i_1 20, sky130_fd_sc_hd__xnor2_1 12, sky130_fd_sc_hd__nand2_1 29, sky130_fd_sc_hd__buf_6 4, sky130_fd_sc_hd__o21ai_1 5, sky130_fd_sc_hd__ha_1 24, sky130_fd_sc_hd__a31oi_1 4, sky130_fd_sc_hd__mux2i_4 4
sky130_fd_sc_hd__a21oi_1 27, sky130_fd_sc_hd__o21a_1 11, sky130_fd_sc_hd__a211oi_1 4, sky130_fd_sc_hd__inv_1 12, sky130_fd_sc_hd__xor2_1 4, sky130_fd_sc_hd__o211ai_1 4, sky130_fd_sc_hd__nor2_1 13, sky130_fd_sc_hd__a211o_1 4
sky130_fd_sc_hd__mux2_4 4, sky130_fd_sc_hd__o21ai_0 12
==> layer usage <==
layer | part of all wire (%) | global-route usage [%]
met3 | 3.7 | 1.62
met1 | 48 | 18.5
met5 | 0 | 0
met2 | 49 | 22.2
met4 | 0 | 0.662
Power and IR drop assume default switching activity.
