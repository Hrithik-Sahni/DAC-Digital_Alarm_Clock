`./run.sh`:
```
#!/bin/bash
# OpenROAD 26Q1-2900-gdf79404cd8, Yosys 0.63+post, stock flow scripts
make -C /OpenROAD-flow-scripts/flow DESIGN_CONFIG=/design/flow/config.mk WORK_HOME=/design/flow/orfs finish
```
`./config.mk`:
```
export PLATFORM = sky130hd
export DESIGN_NAME = pulse_generator
export DESIGN_NICKNAME = pulse_generator
export VERILOG_FILES = /design/flow/design.v
export SDC_FILE = /design/flow/constraint.sdc
export NUM_CORES = 4
export LEC_CHECK = 1
export CORE_UTILIZATION = 50
```
`./constraint.sdc`:
```
current_design pulse_generator

set clk_period 3.0
set clk_io_pct 0.2

create_clock -name clk0 -period $clk_period [get_ports {clk}]

set non_clock_inputs [all_inputs -no_clocks]
set_input_delay [expr $clk_period * $clk_io_pct] -clock clk0 $non_clock_inputs
set_output_delay [expr $clk_period * $clk_io_pct] -clock clk0 [all_outputs]
```
`./design.v`:
```
`timescale 1ns / 1ps
module pulse_generator(
	input clk , reset,
	output reg half_second =0,
	output reg one_minute = 0
   );
	reg [23:0] count_clock = 0;
	reg [18:0] count_clock_min =0;
	always@(posedge clk , negedge reset)
		begin
			if(!reset)
				begin
					half_second = 0;
					count_clock = 0;
				end
			else if(count_clock == 12500000)   
				begin
					half_second = ~half_second;
					count_clock = 0;
				end
			else
				begin
					count_clock = count_clock + 1;
					half_second = half_second;
				end
		end
		always@(posedge clk , negedge reset)
		begin
			if(!reset)
				begin
					one_minute = 0;
					count_clock_min = 0;
				end
			else if(count_clock_min == 416667)   
				begin
					one_minute = ~one_minute;
					count_clock_min = 0;
				end
			else
				begin
					count_clock_min = count_clock_min + 1; 
					one_minute = one_minute;
				end
		end
endmodule
```
==> results.yml <==
# physical design summary
floorplan:
  ios: 4
  dieArea_um2: 4790
  initial_core_util: 0.518
  rows: 24
  design.core.area_um2: 4350
  die_h_um: 69.2
  die_x_um: 69.2
routing:
  via_per_inst: 5.61
  ant_nets: 0
  wl_per_cell_um: 14.4
  first_pass_iters: 4
  dr.first_iter.drc_count: 92
  vias: 1503
  remaining_drc_errors: 0
  insertedDiodeCount: 0
  routed_wl_mm: 3.87
timing:
  max_slew.worst_pin.slew_ns: 0.751
  finClkSkew_ns: 0.00925
  maxSlewHeadroom: 0.498
  fin_crit_ns: 1.96
  setup_viol: 0
  min_period_over_period: 0.653
  setup_tns_ns: 0
  hold_violations: 0
  fmax_ghz: 0.511
  setup_ws_ns: 1.04
  rsz0062_at_grt: "false"
  final_max_slew_viol_count: 0
finish:
  fin_util: 0.563
  fin_cells: 268
  drive_above_1_share: 0.116
  fillers: 341
  area_delta_synth_final_pct: 8.54
place:
  gp_congestion: 0.849
  place_ws_ns: 1.06
  io_buffers: 3
  dp_hpwl_mm: 2.71
  dp.cells: 260
critical_path:
  reg2reg_slack_ns: 1.04
  path_buffers: 0
  reg2reg_to: "count_clock[19]$_DFF_PN0_"
  max_stage_delay_ns: 0.68
  cp.required_ns: 3.15
  r2r_start: "count_clock[2]$_DFF_PN0_"
  startpoint_type: "flop"
  crit_path_max_fanout: 16
  rr_worst_depth: 4
  crit_arrival_ns: 2.11
  crit_family: "simple AND/OR/NAND/NOR gates"
  cp.depth: 4
  crit_slowest_cell: "nor3_4"
  path_class: "flop to flop"
  endpoint_kind: "flop"
  crit_chain: "nor4b_1 -> nand4_1 -> nor3_4 -> nor4_1"
power_and_ir_drop:
  power_density_nw_per_um2: 437
  ir_worst_vdd_uv: 349
  p_leak_nw: 1.09
synth:
  synth.largest_area_cell: "dfrtp_1"
  top_cell: "dfrtp_1"
  ys_cells: 207
  async_flop_share: 1.00
  yosysSeqAreaShare: 0.499
  yosysWarnings: 1
  avgSynthCellArea_um2: 10.9
  top_cell_area_share: 0.499
  synthCells: 207
  edf_count: 0
  ys_area_um2: 2260
  ys.flops: 45
  yosysUniqueCellTypes: 38
  flop_cell: "dfrtp_1"
  syn_area_um2: 2260
  yosys-top-cells-area: "dfrtp_1 (50%), xnor2_1 (9.7%), nor2_1 (4.8%)"
  common_cells: "dfrtp_1 (45), nor2_1 (29), xnor2_1 (25)"
clock_network:
  clk_pin_slew_ns: 0.09
  tritoncts: "yes"
  cts_resized: 0
  post_cts_buffers: 0
  clockBufferDepth: 2
  postCtsHoldBufs: 0
  insertion_delay_ns: 0.30
  cts.sinks: 45
  cts_root_buffer: "clkbuf_8"
  cts_inserted_buffers: 5
  htreeDepth: 2
global_route:
  antenna_found_initial: 0
  overflow: 0
  grtUsageTotal: 0.183
  grt_first_pass_wirelength_mm: 6.92
  first_global_vias: 1502
  grt_max_degree: 27
hold_path:
  hp-class: "primary input to async pin"
status:
  outcome: "complete, no violations"
flow_run:
  maxCapViolations: 0
  warnings: 26
metrics by stage:
stage | hold slack, ns | area, um2 | total power [mW]
final | 0.230 | 2450 | 1.07
after global routing | 0.256 | 2450 | 1.11
after CTS | 0.235 | 2450 | 1.09
after detailed placement | 0.460 | 2330 | 0.632
after global placement | 0.456 | 2330 | 0.632
after floorplan | 0.304 | 2260 | 0.618
where the power goes:
group | switching [mW] | internal (mW)
logic | 0.0113 | 0.00131
clock network | 0.204 | 0.249
registers | 0 | 0.606
how the worst max path moves through the flow:
stage | start | endpoint | slack (ns)
CTS | count_clock[6]$_DFF_PN0_ | count_clock[19]$_DFF_PN0_ | 1.01
global route | count_clock[2]$_DFF_PN0_ | count_clock[18]$_DFF_PN0_ | 0.83
finish | count_clock[2]$_DFF_PN0_ | count_clock[19]$_DFF_PN0_ | 1.04
layout make-up:
| class | instances | area (um2) | share of cell area |
|---|---|---|---|
| clock buffers | 5 | 68.8 | 0.0281 |
| clock inverters | 3 | 46.3 | 0.0189 |
| inverters | 7 | 26.3 | 0.0107 |
| multi-input cells | 152 | 1080 | 0.443 |
| flip-flops and latches | 45 | 1130 | 0.460 |
| well taps | 52 | 65.1 | 0.0266 |
| repair buffers | 4 | 32.5 | 0.0133 |
state kept, by name (all words and copies together), names as in the netlist:
name and cells:
count_clock_min 19, count_clock 24, one_minute 1, half_second 1
cell families after synthesis:
logic type      Yosys count  synth area share
buf+inv                  10            0.0205
compound gates           10            0.0316
simple gates            104             0.292
fa+ha+maj                 3            0.0166
flops                    45             0.499
mux                       2           0.00887
xor+xnor                 33             0.131
metal layers:
metal / vias up / track usage / wire length, um
met3: 8 / 0.0398 / 128
met2: 13 / 0.232 / 1570
met5: - / 0 / 0
li1: 755 / - / -
met1: 727 / 0.346 / 2120
met4: 0 / 0.0204 / 60
cells in the final DEF, fill, tap and decap left out, types with 2 or more instances in the layout:
master	instances
and4_2	2
and3_1	7
nand2_1	9
nor3_1	5
nor2b_1	3
and4_1	2
dfrtp_1	45
nor2_1	29
inv_1	7
nor3_2	2
clkbuf_8	5
nand3_1	11
nor4b_1	2
mux2i_1	2
nor4_1	10
a21oi_1	5
xor2_1	7
ha_1	3
nor4_4	3
clkdlybuf4s50_1	2
xnor2_1	25
nand4_1	10
Power is estimated from default activity; no workload was simulated.
