`config.mk`:
```
export PLATFORM = sky130hd
export DESIGN_NAME = time_set_counter
export DESIGN_NICKNAME = time_set_counter
export VERILOG_FILES = /design/flow/design.v
export SDC_FILE = /design/flow/constraint.sdc
export NUM_CORES = 4
export LEC_CHECK = 1
export CORE_UTILIZATION = 30
```
`constraint.sdc`:
```
current_design time_set_counter

set clk_period 4.2
set clk_io_pct 0.2

create_clock -name clk0 -period $clk_period [get_ports {clk}]

set non_clock_inputs [all_inputs -no_clocks]
set_input_delay [expr $clk_period * $clk_io_pct] -clock clk0 $non_clock_inputs
set_output_delay [expr $clk_period * $clk_io_pct] -clock clk0 [all_outputs]
```
`design.v`:
```
`timescale 1ns / 1ps
module time_set_counter(
	input clk,reset,inc_min,inc_hr,show_alarm,show_time,
	input [15:0] time_data,alarm_data,
	output reg [15:0] set_data
    );
	 always @(posedge clk , negedge reset)
		 begin
			if(!reset)
				set_data <= 0;
			else if(show_alarm)
				set_data <= alarm_data;
			else if(show_time)
				set_data <= time_data;
			else if(inc_min)
				begin
					if(set_data[15:12] == 4'b0010 && set_data[11:8] == 4'b0011 && set_data[7:4] == 4'b0101 && set_data[3:0] == 4'b1001)  
						begin 
							set_data[15:0] <= 16'h0000;
						end
					else if(set_data[11:8] == 4'b0011 && set_data[7:4] == 4'b0101 && set_data[3:0] == 4'b1001)  
						begin 
							set_data[15:12] <= set_data[15:12] + 1'b1;
							set_data[11:0] <= 1'b0;
						end
					else if(set_data[7:4] == 4'b0101 && set_data[3:0] == 4'b1001)  
						begin
							set_data[11:8] <= set_data[11:8] + 1'b1;
							set_data[7:0] <= 1'b0;
						end
					else if(set_data[3:0] == 4'b1001)  
						begin
							set_data[3:0] <= 1'b0;
							set_data[7:4] <= set_data[7:4] + 1'b1;
						end
						else
							set_data[3:0] <= set_data + 1'b1;    
				end
			else if(inc_hr)
				begin
					if(set_data[15:12] == 4'b0010 && set_data[11:8] == 4'b0011)    
						set_data[15:8] <= 8'h00;
					else if(set_data[11:8] == 4'b1001)  
						begin
							set_data[11:8] <= 0;
							set_data[15:12] <= set_data[15:12] + 1'b1;	
						end
					else
						set_data[15:8] <= set_data[15:8] + 1'b1;
				end
			else
				set_data <= time_data;
		 end
endmodule
```
`run.sh`:
```
#!/bin/bash
# OpenROAD 26Q1-2900-gdf79404cd8, Yosys 0.63+post, stock flow scripts
make -C /OpenROAD-flow-scripts/flow DESIGN_CONFIG=/design/flow/config.mk WORK_HOME=/design/flow/orfs finish
```
==> results.py <==
# Synthesis and PnR figures
metrics = {
    "cts": {
        "clk_latency_ns": 0.25,
        "cts_hold_buf": 0,
        "clockBufferDepth": 2,
        "cts_resized": 0,
        "cts_root_buf": "clkbuf_8",
        "clk_pin_slew_ns": 0.07,
        "cts_tree": "built",
        "post-cts-setup-buffer-count": 0,
        "cts.htree.levels": 1,
        "clock_sinks": 16,
        "numCtsBuffers": 3,
    },
    "finish": {
        "layout-drive-gt1-share": 0.0664,
        "top_regs": "set_data: 16 flops",
        "fill_cells": 447,
        "area_delta_synth_final_pct": 43.0,
        "largest-register": "set_data",
        "largest_register_ffs": 16,
        "utilization": 0.460,
    },
    "grt": {
        "track_usage": 0.169,
        "grt_max_degree": 17,
        "grt_pass1_vias": 1407,
        "antenna_found_initial": 0,
        "overflow": 0,
        "gr-usage-met2": 0.262,
        "grt_first_pass_wirelength_mm": 6.79,
        "grtUsageMet1": 0.263,
        "grtUsageMet3": 0.0257,
        "grt-busiest-layer": "met1",
    },
    "place": {
        "portBuffers": 53,
        "place_ws_ns": 1.24,
        "dp_hpwl_mm": 3.06,
        "place_congestion": 0.934,
    },
    "die": {
        "fp-utilization": 0.321,
        "core_area_um2": 4500,
        "ios": 54,
        "die_w_um": 71.5,
        "die_h_um": 71.5,
        "rows": 24,
        "dieArea_um2": 5110,
    },
    "yosys": {
        "synth_area_um2": 1450,
        "avgSynthCellArea_um2": 8.27,
        "ys_types": 48,
        "ys_seq_elements": 16,
        "ys_cells": 175,
        "ff_type": "dfrtp_1",
        "yosys_warnings": 1,
        "ys_seq_frac": 0.277,
        "ys_async_sr_fraction": 1.00,
        "syn_inst": 175,
        "yosys_area_um2": 1450,
        "edf_count": 0,
    },
    "timing": {
        "skew_ns": 0.00213,
        "report.final.slew_viol_count": 0,
        "max_slew_margin": 0.499,
        "layout_setup_ws_ns": 1.51,
        "setup_viol": 0,
        "max_freq_mhz": 371,
        "setup_tns_ns": 0,
        "finalCritPeriodShare": 0.641,
        "period_needed_ns": 2.69,
        "hold_violations": 0,
        "worst_pin_slew_ns": 0.750,
        "holdWs_ns": 0.579,
        "rsz0062_at_grt": "false",
    },
    "critical_path": {
        "cp_num_cells": 5,
        "r2r.worst_path.cells": 7,
        "slowest_delay_ns": 0.75,
        "end_kind": "register",
        "startpoint_type": "input pin",
        "critPathTopFamily": "AND-OR/OR-AND gates",
        "arrival_ns": 2.84,
        "crit_start": "inc_min",
        "worst-setup-path-type": "in2reg",
        "crit_fanout": 13,
        "worst_ep_required_time_ns": 4.34,
        "critPathBufInv": 1,
        "critical_path.slowest_cell": "clkdlybuf4s50_1",
        "rr_startpoint": "set_data[12]",
        "cp_cell_sequence": "clkdlybuf4s50_1, nor2b_1, o21a_1, a211oi_1, a221o_1",
    },
    "pwr": {
        "ir_drop_mv": 0.118,
        "power_density_nw_per_um2": 259,
        "leakage_nw": 0.798,
    },
    "flow_run": {
        "drv_cap": 0,
        "tool_warnings": 29,
    },
    "min_path": {
        "hold_path_depth": 2,
        "hold_class": "reg2reg",
        "hold_path.startpoint": "set_data[1]",
    },
    "drt": {
        "drtPass1Iterations": 4,
        "insertedDiodeCount": 0,
        "antenna_left": 0,
        "drcViolationCount": 0,
        "drt_iter0_drc": 115,
        "routed_wl_mm": 4.07,
        "vias": 1522,
        "vias_per_cell": 5.47,
        "wl_per_cell_um": 14.6,
    },
    "status": {
        "status": "complete, no violations",
    },
}
## cell type report
class | instances | area, um2 | area share
inverter | 9 | 33.8 | 0.0163
tap | 52 | 65.1 | 0.0314
multi-input combinational | 143 | 978 | 0.473
timing repair buffer | 54 | 538 | 0.260
clock buffer | 4 | 55.1 | 0.0266
sequential | 16 | 400 | 0.193
## logic make-up (layout without fill, tap and decap cells)
kind of cell	after synthesis	after routing	synth area share
flip-flops	16	16	0.277
multiplexers	3	3	0.0225
buffers and inverters	16	67	0.0475
AND-OR/OR-AND	66	66	0.328
adder cells (fa/ha/maj)	8	8	0.0691
AND/OR/NAND/NOR	61	61	0.226
XOR/XNOR	5	5	0.0302
## report_power, final
| group | switching [mW] | internal [mW] |
|---|---|---|
| Sequential | 0.0323 | 0.172 |
| Clock | 0.0627 | 0.0834 |
| Combinational | 0.0720 | 0.114 |
| Total | 0.167 | 0.368 |
## cells in the final DEF (no fill, tap or decap), types with 3 or more instances in the layout
cell type,Yosys,final
clkdlybuf4s50_1,0,53
o21ai_0,16,16
nand2_1,16,16
dfrtp_1,16,16
nor2_1,13,13
a21oi_1,13,13
inv_1,9,9
ha_1,8,8
a221oi_1,7,7
nor2b_1,5,5
xnor2_1,5,5
nand3b_1,4,4
o31ai_1,4,4
a211oi_1,4,4
clkbuf_8,0,4
nand2b_1,3,3
a22o_1,3,3
or3_1,3,3
nand3_1,3,3
## layer usage
metal | vias to the layer above | wire length (um) | share of wire
met2 | 39 | 1820 | 0.45
met3 | 2 | 179 | 0.044
met1 | 720 | 2060 | 0.50
li1 | 761 | - | -
met4 | 0 | 19 | 0.0047
met5 | - | 0 | 0
## through the flow
| step | power (mW) | instances | area [um2] |
|---|---|---|---|
| global placement | 0.395 | 274 | 2020 |
| global route | 0.575 | 278 | 2070 |
| floorplan | 0.295 | 175 | 1450 |
| CTS | 0.546 | 278 | 2070 |
| detailed placement | 0.393 | 274 | 2020 |
| finish | 0.535 | 278 | 2070 |
## cells in the mapped netlist (3+ instances only)
master | count | area share
a211oi_1 | 4 | 0.021
a21oi_1 | 13 | 0.045
a221oi_1 | 7 | 0.042
a22o_1 | 3 | 0.018
clkbuf_1 | 5 | 0.013
dfrtp_1 | 16 | 0.28
ha_1 | 8 | 0.069
inv_1 | 9 | 0.023
nand2_1 | 16 | 0.041
nand2b_1 | 3 | 0.013
nand3_1 | 3 | 0.010
nand3b_1 | 4 | 0.021
nor2_1 | 13 | 0.034
nor2b_1 | 5 | 0.022
o21ai_0 | 16 | 0.055
o31ai_1 | 4 | 0.021
or3_1 | 3 | 0.013
xnor2_1 | 5 | 0.030
## path summary, 6_finish.rpt
kind                                 to  slack [ns]
hold / removal              set_data[1]        0.58
hold reg to reg             set_data[1]        0.58
max in group asynchronous   set_data[2]        2.71
setup / recovery            set_data[9]        1.51
min in group asynchronous  set_data[13]        1.03
setup reg to reg           set_data[15]        2.03
## tightest hold or removal path: cells and delay by family, from the launching register on
family,cells,cell delay (ns)
AND-OR/OR-AND,1,0.07
flip-flops,1,0.42
AND/OR/NAND/NOR,1,0.06
Power figures rest on the tool's default switching activity, not on a simulated workload.
